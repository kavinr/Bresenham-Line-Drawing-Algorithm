==> flow/design.v <==
`timescale 1 ns / 1 ps
module vga_timing (
  output wire [10:0] vcount,
  output wire vsync,
  output wire vblnk,
  output wire [10:0] hcount,
  output wire hsync,
  output wire hblnk,
  input wire pclk
  );
reg [10:0] vcnt = 11'd0;
reg [10:0] hcnt = 11'd0;
wire eol;    
always @(posedge pclk)
begin
 if (hcnt == 1055) begin
  hcnt <= 11'd0;
 end else begin
  hcnt <= hcount + 1;
 end
end
assign hcount = hcnt;
assign hblnk = (hcnt >= 11'd800 );
assign hsync = (hcnt >= 11'd840) && (hcnt <= 11'd967);
assign eol = (hcnt == 11'd1055);
always @(posedge pclk)
begin
 if ((vcnt == 627) && (hcnt == 1055)) begin
  vcnt <= 11'd0;
 end else if (eol) begin
  vcnt <= vcnt + 1;
 end
end
assign vcount = vcnt;
assign vblnk = (vcnt >= 11'd600);
assign vsync = (vcnt >= 11'd601) && (vcnt <= 11'd604);
endmodule
==> flow/run.sh <==
#!/bin/bash
# OpenROAD 26Q1-2900-gdf79404cd8, Yosys 0.63+post, stock flow scripts
make -C /OpenROAD-flow-scripts/flow DESIGN_CONFIG=/design/flow/config.mk WORK_HOME=/design/flow/orfs finish
==> flow/config.mk <==
export PLATFORM = sky130hd
export DESIGN_NAME = vga_timing
export DESIGN_NICKNAME = vga_timing
export VERILOG_FILES = /design/flow/design.v
export SDC_FILE = /design/flow/constraint.sdc
export NUM_CORES = 4
export LEC_CHECK = 1
export CORE_AREA = 10 10 105 105
export DIE_AREA = 0 0 115 115
==> flow/constraint.sdc <==
current_design vga_timing

set clk_period 2.3
set clk_io_pct 0.2

create_clock -name clk0 -period $clk_period [get_ports {pclk}]

set non_clock_inputs [all_inputs -no_clocks]
set_input_delay [expr $clk_period * $clk_io_pct] -clock clk0 $non_clock_inputs
set_output_delay [expr $clk_period * $clk_io_pct] -clock clk0 [all_outputs]
==> flow_metrics.env <==
# flow metrics
export IMPL_dp_hpwl_mm=2.19
export IMPL_crit_path_end_kind="output port"
export IMPL_topCellsByArea="dfxtp_1, xor2_1, ha_1"
export IMPL_vias=1001
export IMPL_ctsHtreeMaxLevel=1
export IMPL_synthToLayoutAreaGrowth_pct=51.1
export IMPL_port_buffers=26
export IMPL_worst_slew_pin_slew_ps=381
export IMPL_finalSetupViolCount=0
export IMPL_grt_pass1_vias=945
export IMPL_synthCells=125
export IMPL_dr_pass1_iters=4
export IMPL_clk_pin_slew_ps=80
export IMPL_final_max_slew_viol_count=0
export IMPL_gp_congestion=0.807
export IMPL_core_area_sq_um=8760
export IMPL_p_int_w=0.000497
export IMPL_antenna_found_initial=0
export IMPL_drcViolationCount=0
export IMPL_critPathRequiredTime_ps=1840
export IMPL_clkLatencyLatePin_ps=260
export IMPL_synth_edff_count=0
export IMPL_grt_start_max_net_pins=12
export IMPL_fp_util=0.126
export IMPL_max_cap_viol_count=0
export IMPL_crit_chain="or3_4, a31o_1, clkdlybuf4s50_1"
export IMPL_warning_count=31
export IMPL_synthesis_area_sq_um=1100
export IMPL_hold_path_class="reg -> reg"
export IMPL_cts_buffers_inserted=3
export IMPL_path_max_fanout=7
export IMPL_pwr_share_comb=0
export IMPL_diodes=0
export IMPL_cp_arrival_ps=1720
export IMPL_vias_per_cell=3.71
export IMPL_finalHoldViolCount=0
export IMPL_fin_cells=270
export IMPL_most_common_cell="dfxtp_1"
export IMPL_seqPwrFrac=0.619
export IMPL_pin_count=27
export IMPL_ys_flop_type="dfxtp_1"
export IMPL_fin_crit_sh=0.949
export IMPL_cts_buffer_depth=2
export IMPL_powerDensity_nw_per_um2=369
export IMPL_synthDominantCellAreaShare=0.400
export IMPL_routedWlPerCell_um=10.7
export IMPL_cp_top_family="simple AND/OR/NAND/NOR gates"
export IMPL_rows=34
export IMPL_finalPower_w=0.000615
export IMPL_die_w_um=115
export IMPL_max_freq_ghz=0.458
export IMPL_status="complete, no violations"
export IMPL_crit_type="reg -> out"
export IMPL_ys_ff=22
export IMPL_drive_gt1_frac=0.173
export IMPL_netSwitchingPower_w=0.000118
export IMPL_power_share_clock=0.381
export IMPL_ys_cells=125
export IMPL_place_area_sq_um=1570
export IMPL_syn_area_per_cell_sq_um=8.82
export IMPL_cellLeakagePower_nw=0.626
export IMPL_grt_pass1_wl_mm=4.80
export IMPL_fin_util=0.190
export IMPL_swShare=0.191
export IMPL_cts_sinks=22
export IMPL_slowest_delay_ps=440
export IMPL_tritoncts="done"
export IMPL_yosysWarnings=1
export IMPL_ys_chip_area_sq_um=1100
export IMPL_worst_path_buf_inv=1
export IMPL_whs_ps=534
export IMPL_top_area_cell="dfxtp_1"
export IMPL_period_minus_slack_ps=2180
export IMPL_die_h_um=115
export IMPL_root_buffer="clkbuf_8"
export IMPL_common_cells="dfxtp_1, nand3_1, nor2_1"
export IMPL_cp_slowest_cell="or3_4"
export IMPL_routed_wl_mm=2.88
export IMPL_drtIter0Drc=40
export IMPL_skew_ps=3.25
export IMPL_relSlewSlack=0.746
export IMPL_ant_nets=0
export IMPL_ir_drop_mv=0.220
export IMPL_design_area_sq_um=1670
export IMPL_dieArea_sq_um=13200
export IMPL_placed_cells=267
export IMPL_cts_hold_buffers=0
export IMPL_cp_start_kind="register"
export IMPL_synthArstFlopShare=0
export IMPL_grtUsageTotal=0.0436
export IMPL_yosysSeqAreaShare=0.400
export IMPL_synth_lib_cells_used_distinct=34
export IMPL_overflow=0
## worst register-to-register path: stages, from the launching register on
cell and delay (ps):
dfxtp_1 400, or3_4 440, or3_1 560, nor4_4 350, xor2_1 160
## cell type report
type,instances,area (sq um)
multi-input combinational,92,668
inverter,8,30.0
fill,975,7100
tap,108,135
sequential,22,447
timing repair buffer,37,344
clock buffer,3,41.3
## through the flow
step                      worst slack, ps  TNS [ps]
after floorplan                       520         0
after global placement                161         0
after detailed placement              142         0
after CTS                           -70.9     -70.9
after global routing                -1.38     -1.38
final                                 118         0
## layer usage
| layer | share of wire | routed length (um) | global-route usage | vias to the layer above |
|---|---|---|---|---|
| li1 | - | - | - | 525 |
| met1 | 0.49 | 1420 | 0.0615 | 451 |
| met2 | 0.39 | 1140 | 0.0597 | 23 |
| met3 | 0.11 | 316 | 0.0248 | 2 |
| met4 | 0.0035 | 10 | 0.00165 | 0 |
| met5 | 0 | 0 | 0 | - |
## path summary, 6_finish.rpt
path,startpoint,endpoint,slack (ps),cells after the start
hold / removal,hcnt[0],hcnt[0],530,2
setup reg to reg,hcnt[6],vcnt[10],340,4
hold reg to reg,hcnt[0],hcnt[0],530,2
setup / recovery,hcnt[6],hblnk,120,3
## sequential cells by signal (all words and copies together) (netlist names)
register and count:
hcnt 11, vcnt 11
## logic make-up after synthesis
| kind of cell | share of synthesized area |
|---|---|
| compound gates | 0.126 |
| fa+ha+maj | 0.0568 |
| xor+xnor | 0.103 |
| simple gates | 0.276 |
| buf+inv | 0.0386 |
| flops | 0.400 |
## cells in the final DEF, fill, tap and decap left out, drive strengths merged
cell type / Yosys / layout
clkdlybuf4s50: 0 / 24
dfxtp: 22 / 22
buf: 1 / 11
nand3: 10 / 10
nor2: 9 / 9
a21oi: 8 / 8
xor2: 8 / 8
inv: 8 / 8
nor3: 8 / 8
nand2: 7 / 7
xnor2: 5 / 5
ha: 5 / 5
nand4: 4 / 4
o21ai: 4 / 4
a31oi: 3 / 3
and3: 3 / 3
clkbuf: 2 / 3
a41oi: 2 / 2
or3: 2 / 2
a31o: 1 / 1
a211o: 1 / 1
nor4b: 1 / 1
nor2b: 1 / 1
and4b: 1 / 1
o41ai: 1 / 1
o31ai: 1 / 1
a2111oi: 1 / 1
or3b: 1 / 1
nor4bb: 1 / 1
and2: 1 / 1
and4: 1 / 1
nand3b: 1 / 1
nor4: 1 / 1
dlygate4sd2: 0 / 1
dlymetal6s2s: 0 / 1
## power by group through the flow
stage	Clock [W]	Sequential, W	Combinational [W]
after global routing	0.000258	0.000380	0.000000000425
final	0.000234	0.000380	0.000000000425
after CTS	0.000242	0.000380	0.000000000401
## timing repair
| item | in CTS | in global routing |
|---|---|---|
| endpoints found under the setup margin | 3 | 2 |
| hold endpoints to repair | 0 | 0 |
| gates resized | 8 | 8 |
| buffers inserted | 0 | 0 |
| pin swaps | 3 | 3 |
Power figures rest on the tool's default switching activity, not on a simulated workload.
