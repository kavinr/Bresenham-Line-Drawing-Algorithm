**design/flow/config.mk**
```make
export PLATFORM = sky130hd
export DESIGN_NAME = linedraw
export DESIGN_NICKNAME = linedraw
export VERILOG_FILES = /design/flow/design.v
export SDC_FILE = /design/flow/constraint.sdc
export NUM_CORES = 4
export LEC_CHECK = 1
export CORE_UTILIZATION = 50
```
**design/flow/constraint.sdc**
```tcl
current_design linedraw

set clk_period 12.2
set clk_io_pct 0.2

create_clock -name clk0 -period $clk_period [get_ports {pclk}]

set non_clock_inputs [all_inputs -no_clocks]
set_input_delay [expr $clk_period * $clk_io_pct] -clock clk0 $non_clock_inputs
set_output_delay [expr $clk_period * $clk_io_pct] -clock clk0 [all_outputs]
```
**design/flow/design.v**
```verilog
`timescale 1 ns / 1 ps
module linedraw (
  input wire go,
  output wire busy,
  input wire [7:0] stax,
  input wire [7:0] stay,
  input wire [7:0] endx,
  input wire [7:0] endy,
  output wire wr,
  output wire [15:0] addr,
  input wire pclk
  );
parameter [1:0] IDLE = 2'd0;
parameter [1:0] RUN = 2'd1;
parameter [1:0] DONE = 2'd2;
reg [1:0] state;
reg signed [8:0] err;
reg signed [7:0] x, y;
wire signed [7:0] deltax, deltay, dx, dy, x0, x1, y0, y1, next_x, next_y, xa, ya, xb, yb;
wire signed [8:0] err_next, err1, err2, e2;
wire  in_loop, right, down, complete, e2_lt_dx, e2_gt_dy;
always @ (posedge pclk)
begin
  case (state)
    IDLE : if (go)
             state <= RUN;
           else
             state <= IDLE;
    RUN : if (complete)
             state   <= DONE;
          else
             state   <= RUN;
    DONE : if (go)
             state <= RUN;
           else
             state <= IDLE;
    default : state <= IDLE;
  endcase
 end
assign x0 =  stax;
assign x1 =  endx;
assign deltax = x1 - x0;
assign right = ~(deltax[7]);
assign dx = (!right) ? (-deltax) : (deltax);
assign y0 = stay;
assign y1 = endy;
assign deltay = y1 - y0;
assign down = ~(deltay[7]);
assign dy = (down) ? (-deltay) : (deltay);
assign e2 = err << 1;
assign e2_gt_dy = (e2 > dy) ? 1 : 0;
assign e2_lt_dx = (e2 < dx) ? 1 : 0;
assign err1 = e2_gt_dy ? (err + dy) : err;
assign err2 = e2_lt_dx ? (err1 + dx) : err1;
assign err_next = (in_loop) ? err2 : (dx + dy);
assign in_loop = (state == RUN);
assign next_x = (in_loop) ? xb : x0;
assign xb = e2_gt_dy ? xa : x;
assign xa = right ? (x + 1) : (x - 1);
assign next_y = (in_loop) ? yb : y0;
assign yb = e2_lt_dx ? ya : y;
assign ya = down ? (y + 1) : (y - 1);
assign complete = ( (x == x1) && (y == y1) );
always @(posedge pclk)
 begin
    err <= err_next;
    x <= next_x;
    y <= next_y;
 end
assign busy = in_loop;
assign wr = in_loop;
assign addr = {y,x};
endmodule
```
**design/flow/run.sh**
```bash
#!/bin/bash
# OpenROAD 26Q1-2900-gdf79404cd8, Yosys 0.63+post, stock flow scripts
make -C /OpenROAD-flow-scripts/flow DESIGN_CONFIG=/design/flow/config.mk WORK_HOME=/design/flow/orfs finish
```
==> run notes <==
The largest buffer count on any clock path came out at 2. The most critical min-delay path falls under flip-flop to flip-flop. With the average wire length per cell after detail routing at 15.5 microns, the post-synthesis sequential area ratio is 0.170. Wires add up to 9780 microns. According to the I/O placement log, the pin count is 52. The share of flip-flops with an asynchronous set or reset was 0. Die area: 8380 sq um.

The synthesized area divided by synthesized cell count works out to 8.37 sq um. In the final timing run, aggregate negative setup slack is 0 ps. The area of the mapped netlist is 4010 sq um, and the mux contribution to synthesized area is 0.0278. The number of distinct library cell variants in the gate-level netlist after synthesis is 59, and the setup slack of the critical path after layout is 3210 ps. After layout, the setup clock skew is reported as 8.95 ps. The report shows a maximum critical-path fanout of 10. The number of cells reported by Yosys stat comes to 479. For reference, the most critical setup path is categorized as input pin to flip-flop. The compound-cell area share of the yosys netlist came out at 0.197. The synthesized flop and latch total came out at 26. The DRC violations left is 0. Per the hold report, the tightest min-delay path originates at state[0]$_DFF_P_. The most frequently used library cell after synthesis is sky130_fd_sc_hd__ha_1. The number of buffers added by the clock tree synthesis step came out at 3. The highest-delay cell along the critical path was sky130_fd_sc_hd__clkdlybuf4s50_1. The run gives 0.160 for the area share of and/or/nand/nor cells after synthesis.

The run gives 9180 ps for the arrival time reported for the critical path endpoint. Starting density of the core: 0.519. For this design, the CTS-stage hold fixing added 0 buffers. The area share of the leading cell type in the synthesized netlist is 0.197. After filler insertion, the fill cell instance count of the layout stands at 695. For the worst-skew pair, the clock arrives at the later sink with an insertion delay of 280 ps. Signed area change from the synthesized netlist to the final layout: 16.2%. The number of violations of the max-capacitance limit came out at 0.

Per the post-place timing report, worst setup slack is 2980 ps. The tools report the startpoint of the worst setup timing path as stay[0]. The main combinational cell family by area after synthesis is adder cells.

Looking at the cell usage after synthesis, the top flip-flop cell is sky130_fd_sc_hd__edfxtp_1. The run gives 2.11 nW as the leakage power of the design. By area the synthesized netlist is led by sky130_fd_sc_hd__ha_1 20%, sky130_fd_sc_hd__edfxtp_1 12%, sky130_fd_sc_hd__xnor2_1 10%. The number of setup buffers added after CTS is 0. The count of buffers inserted at the top-level ports was 51; the via density per instance was 5.47. VDD sags by at most 0.238 mV. Setup repair after global routing left no endpoint under its margin.

The run gives 0.151 for the area share of xor/xnor cells in the synthesized design. The wire length of the first global-routing pass is 16400 microns, and the final number of hold-violating endpoints is 0. Once the clock tree was built, the resizer swapped 0 gates to a different size. The run gives 0 for the number of antenna violations at the first check in global routing. The run gives 1 as the level count of the clock H-tree. Number of rows in the core area: 32. For this block, the via count after detailed routing is 3440. With the residual antenna-violating net count after detailed routing at 0, the number of cells on the worst reg-to-reg path is 20. The cell type with the highest occurrence count on the critical path was sky130_fd_sc_hd__ha_1. TritonCTS built the clock tree.

With the half-perimeter wire length after detailed placement at 8040 microns, the ratio of final minimum period to clock period is 0.737. The run finished with clean final reports. For this design, the sink count on the clock tree is 26.

Post-synthesis, Yosys gives the total cell area as 4010 sq um. Entering global routing, the biggest net connects 39 pins. The logs give 1 for the Yosys warning count and 111 MHz for the timing-limited maximum frequency. The transition time recorded at the tightest slew-check pin is 638 ps. Ranked by instance count, the synthesized netlist is headed by 63 x sky130_fd_sc_hd__ha_1, 53 x sky130_fd_sc_hd__inv_1, 46 x sky130_fd_sc_hd__xnor2_1. The run gives 0.574 as the worst relative slew slack. For this run, the slowest stage of the critical path takes 520 ps. OpenROAD emitted warnings numbering 26. With the die boundary width at 91.6 microns, the number of global-route vias before repair is 3417.

The worst hold path stage count was 1. The synthesized design spends more area on one cell type than any other, namely sky130_fd_sc_hd__ha_1. The final power report lists total power as 1.43 mW. The run gives 479 for the synthesized instance count.

The global route stage reports its total congestion overflow as 0. The number of enable-type register cells in the synthesized netlist was 16. The number of slew-limit violations in the final report came out at 0. The final weighted congestion in routability-driven placement was 0.934. The tools report the clock tree root buffer cell as sky130_fd_sc_hd__clkbuf_8. The vertical die dimension reported for this design is 91.6 microns. Element type at the critical path end: a flip-flop.

Once placement completed, the tool counted placed cells totaling 625. The run gives 306 nW/um^2 for the power per cell area. The final report lists a non-filler cell total of 629.

The total routing resource utilization after global routing was 0.255. The run gives 7730 sq um as the core area. The run gives 4 for the number of search-and-repair iterations in the first detailed-routing pass.

The area fraction in full adders, half adders and majority gates was 0.234; the number of antenna cells inserted was 0. The tools report the worst flop-to-flop path startpoint as err[2]$_DFF_P_. STA classifies the critical path startpoint as an input pin. The clock transition at the registers of the reported paths was 90 ps.

The detailed router finished its first iteration with 136 violations. With the share of final-layout standard cells stronger than drive strength 1 at 0.0493, the setup-violating endpoint count in the final report is 0. Data on the critical path is required at its endpoint by 12390 ps. The shortest period the worst path allows works out to 8990 ps.
[layer usage]
metal / up-vias / wire length (microns) / track usage
met1: 1550 / 4810 / 0.380
met2: 86 / 4350 / 0.410
met5: - / 0 / 0
li1: 1794 / - / -
met3: 10 / 489 / 0.0425
met4: 0 / 125 / 0.0291
[critical path, delay by kind of cell]
kind / cells / cell delay [ps]
mux: 1 / 370
buf+inv: 3 / 650
fa+ha+maj: 4 / 1260
compound gates: 13 / 2870
simple gates: 8 / 1590
[metrics by stage]
stage,util,instance area [sq um],hold WS [ps]
finish,0.603,4660,473
global route,0.603,4660,483
CTS,0.603,4660,474
detailed placement,0.597,4610,460
global placement,0.597,4610,442
floorplan,-,4010,432
[registers in the layout, indices dropped and copies added, names as in the netlist]
name and cells:
err 8, y 8, state 2, x 8
[power by group]
| part | switching (mW) | internal, mW |
|---|---|---|
| Clock | 0.0295 | 0.0226 |
| Combinational | 0.564 | 0.567 |
| Sequential | 0.0638 | 0.179 |
[final timing paths]
check | to | slack [ps]
setup / recovery | err[7]$_DFF_P_ | 3210
hold reg to reg | state[0]$_DFF_P_ | 470
hold / removal | state[0]$_DFF_P_ | 470
setup reg to reg | err[7]$_DFF_P_ | 7550
[area by class of cell]
class | count | area, sq um | area share
tap | 102 | 128 | 0.0274
clock buffer | 3 | 41.3 | 0.00886
timing repair buffer | 52 | 518 | 0.111
sequential | 26 | 681 | 0.146
multi-input combinational | 391 | 3090 | 0.662
clock inverter | 1 | 3.75 | 0.000806
inverter | 54 | 203 | 0.0435
[cell families (layout without fill, tap and decap cells)]
family          count (synthesis)  in the layout
simple gates                  127            127
compound gates                118            118
fa+ha+maj                      71             71
xor+xnor                       66             66
buf+inv                        62            110
flops                          26             26
mux                             9              9
[placed cells by master, fill, tap and decap left out, types with 3 or more instances in the layout]
master	Yosys	routed
sky130_fd_sc_hd__clkdlybuf4s50_1	0	51
sky130_fd_sc_hd__and3_1	4	4
sky130_fd_sc_hd__nor2b_1	8	8
sky130_fd_sc_hd__nand2_1	34	34
sky130_fd_sc_hd__and2_1	5	5
sky130_fd_sc_hd__fa_1	7	7
sky130_fd_sc_hd__nand2b_1	9	9
sky130_fd_sc_hd__o21bai_1	8	8
sky130_fd_sc_hd__nor4_1	3	3
sky130_fd_sc_hd__or2_2	5	5
sky130_fd_sc_hd__nand4_1	4	4
sky130_fd_sc_hd__nand3b_1	4	4
sky130_fd_sc_hd__dfxtp_1	10	10
sky130_fd_sc_hd__clkbuf_8	0	3
sky130_fd_sc_hd__a21o_1	18	18
sky130_fd_sc_hd__edfxtp_1	16	16
sky130_fd_sc_hd__nor2_1	26	26
sky130_fd_sc_hd__mux2_4	3	3
sky130_fd_sc_hd__xor2_1	17	17
sky130_fd_sc_hd__mux2_2	5	5
sky130_fd_sc_hd__a21oi_1	27	27
sky130_fd_sc_hd__inv_1	53	53
sky130_fd_sc_hd__xnor2_1	46	46
sky130_fd_sc_hd__o22ai_1	7	7
sky130_fd_sc_hd__o211ai_1	3	3
sky130_fd_sc_hd__o21ai_0	26	26
sky130_fd_sc_hd__ha_1	63	63
sky130_fd_sc_hd__nand3_1	8	8
sky130_fd_sc_hd__or3_1	4	4
sky130_fd_sc_hd__nor3_1	10	10
sky130_fd_sc_hd__o21a_1	6	6
Power figures rest on the tool's default switching activity, not on a simulated workload.
